### ./config.mk
export PLATFORM = sky130hd
export DESIGN_NAME = complete_row
export DESIGN_NICKNAME = complete_row
export VERILOG_FILES = /design/flow/design.v
export SDC_FILE = /design/flow/constraint.sdc
export NUM_CORES = 4
export LEC_CHECK = 1
export CORE_AREA = 10 10 110 110
export DIE_AREA = 0 0 120 120
### ./constraint.sdc
current_design complete_row

set clk_period 9.3
set clk_io_pct 0.2

create_clock -name clk0 -period $clk_period [get_ports {clk}]

set non_clock_inputs [all_inputs -no_clocks]
set_input_delay [expr $clk_period * $clk_io_pct] -clock clk0 $non_clock_inputs
set_output_delay [expr $clk_period * $clk_io_pct] -clock clk0 [all_outputs]
### ./design.v
module complete_row(
    input wire                                   clk,
    input wire                                   pause,
    input wire [(10*22)-1:0] fallen_pieces,
    output reg [5-1:0]                 row,
    output wire                                  enabled
    );
    initial begin
        row = 0;
    end
     assign enabled = &fallen_pieces[row*10 +: 10];
     always @ (posedge clk) begin
         if (!pause) begin
             if (row == 22 - 1) begin
                 row <= 0;
             end else begin
                 row <= row + 1;
             end
         end
     end
endmodule
### ./run.sh
#!/bin/bash
# OpenROAD 26Q1-2900-gdf79404cd8, Yosys 0.63+post, stock flow scripts
make -C /OpenROAD-flow-scripts/flow DESIGN_CONFIG=/design/flow/config.mk WORK_HOME=/design/flow/orfs finish
==> impl_metrics.xml <==
<?xml version="1.0" encoding="UTF-8"?>
<metrics>
  <group name="status">
    <metric name="status" unit="">completed</metric>
  </group>
  <group name="hold_path">
    <metric name="holdCritPathClass" unit="">flip-flop to flip-flop</metric>
  </group>
  <group name="pwr">
    <metric name="max-vdd-ir-drop" unit="V">0.0000334</metric>
    <metric name="power_per_cell_area" unit="nW/um2">59.3</metric>
    <metric name="p_leak" unit="nW">1.19</metric>
  </group>
  <group name="logic_synthesis">
    <metric name="yosys.area_share.aoi" unit="%">22.2</metric>
    <metric name="register_area_share_after_synthesis" unit="%">13.8</metric>
    <metric name="synthTopCellsByCount" unit="">sky130_fd_sc_hd__nand4_1 (37), sky130_fd_sc_hd__nand2_1 (20), sky130_fd_sc_hd__nor3_1 (14), sky130_fd_sc_hd__a21oi_1 (9), sky130_fd_sc_hd__nand3_1 (9)</metric>
    <metric name="synth_async_sr_flop_share" unit="%">0</metric>
    <metric name="yosys.cell_count.top_type" unit="">sky130_fd_sc_hd__nand4_1</metric>
    <metric name="synth_cells" unit="">158</metric>
    <metric name="post_synth_and_or_nand_nor_area_fraction" unit="%">50.1</metric>
    <metric name="yosys_synthesis_chip_area" unit="um2">1090</metric>
    <metric name="count_of_flip_flops_with_a_built_in_enable_after_synthesis" unit="">5</metric>
    <metric name="post_synth_mux_area_share" unit="%">5.98</metric>
    <metric name="main_flop_type_after_synthesis" unit="">sky130_fd_sc_hd__edfxtp_1</metric>
    <metric name="topCombFamilyByArea" unit="">simple AND/OR/NAND/NOR gates</metric>
    <metric name="synth.distinct_cells" unit="">36</metric>
    <metric name="syn_area" unit="um2">1090</metric>
    <metric name="yosysTopAreaCell" unit="">sky130_fd_sc_hd__nand4_1</metric>
    <metric name="postSynthAreaPerCell" unit="um2">6.89</metric>
    <metric name="synth.cellmix.adderShare" unit="%">2.30</metric>
    <metric name="synthDominantCellAreaShare" unit="%">21.3</metric>
    <metric name="xor_area_share" unit="%">0</metric>
    <metric name="numSynthFlops" unit="">5</metric>
    <metric name="yosysWarnings" unit="">1</metric>
    <metric name="synth_stat.cells" unit="">158</metric>
    <metric name="ys_top_cells_by_area" unit="">sky130_fd_sc_hd__nand4_1 (21%), sky130_fd_sc_hd__edfxtp_1 (14%), sky130_fd_sc_hd__nand2_1 (6.9%)</metric>
  </group>
  <group name="routing">
    <metric name="drt_drc_violations_left" unit="">0</metric>
    <metric name="drt-wirelength-per-cell" unit="um">18.4</metric>
    <metric name="drt_iter0_drc" unit="">75</metric>
    <metric name="drtPass1Iterations" unit="">4</metric>
    <metric name="num_vias" unit="">2190</metric>
    <metric name="totalWireLength" unit="um">9500</metric>
    <metric name="drtAntennaViolNets" unit="">0</metric>
    <metric name="number_of_inserted_diodes" unit="">0</metric>
    <metric name="vias_per_cell" unit="">4.24</metric>
  </group>
  <group name="global_routing">
    <metric name="track_usage" unit="%">12.3</metric>
    <metric name="grt_start_max_net_pins" unit="">21</metric>
    <metric name="grt_pass1_wl" unit="um">13900</metric>
    <metric name="grt_remaining_overflow" unit="">0</metric>
    <metric name="first_global_vias" unit="">2503</metric>
    <metric name="antenna_found_initial" unit="">0</metric>
  </group>
  <group name="die">
    <metric name="floorplan.die.height" unit="um">120</metric>
    <metric name="fp_density" unit="%">11.1</metric>
    <metric name="design.portCount" unit="">228</metric>
    <metric name="floorplan.rows" unit="">36</metric>
    <metric name="core-area" unit="um2">9770</metric>
    <metric name="floorplan.die.width" unit="um">120</metric>
    <metric name="fp.dieArea" unit="um2">14400</metric>
  </group>
  <group name="placement">
    <metric name="last_weighted_congestion_value_of_the_routability_driven_placer" unit="">0.968</metric>
    <metric name="port_buffers" unit="">227</metric>
    <metric name="worst_setup_timing_slack_at_the_placement_stage" unit="ns">3.33</metric>
    <metric name="place.detailed.hpwl" unit="um">8680</metric>
  </group>
  <group name="cells_and_area">
    <metric name="post_route_cells_drive_above_1_share" unit="%">2.35</metric>
    <metric name="reg_top3" unit="">row x5</metric>
    <metric name="seq_area" unit="um2">150</metric>
    <metric name="largest_register" unit="">row</metric>
    <metric name="largest_register_ffs" unit="">5</metric>
    <metric name="flow.area_growth_from_synthesis" unit="%">225</metric>
    <metric name="final-comb-area" unit="um2">877</metric>
    <metric name="nFillCells" unit="">982</metric>
  </group>
  <group name="critical_path">
    <metric name="timing.reg2reg.worst_path_depth" unit="">5</metric>
    <metric name="crit_arrival" unit="ns">4.08</metric>
    <metric name="worstReg2RegStart" unit="">row[1]$_SDFFCE_PN0N_</metric>
    <metric name="timing.critical_path.from_type" unit="">input pin</metric>
    <metric name="critical_path.slowest_cell" unit="">sky130_fd_sc_hd__clkdlybuf4s50_1</metric>
    <metric name="timing_worst_setup_path_type" unit="">input pin to output pin</metric>
    <metric name="endpoint_kind" unit="">output pin</metric>
    <metric name="worstSetupStartpoint" unit="">fallen_pieces[5]</metric>
    <metric name="critical_path_required" unit="ns">7.44</metric>
    <metric name="crit_path_cell_trace" unit="">clkdlybuf4s50_1, and3_1, a31oi_1, a2111oi_0, nor3_1, o32ai_2, clkdlybuf4s50_1</metric>
    <metric name="crit_path_max_incr_delay" unit="ns">0.54</metric>
    <metric name="ff2ff_setup_slack" unit="ns">7.49</metric>
    <metric name="path_max_fanout" unit="">1</metric>
    <metric name="worstReg2RegEnd" unit="">row[2]$_SDFFCE_PN0N_</metric>
    <metric name="crit_top_cell" unit="">sky130_fd_sc_hd__clkdlybuf4s50_1</metric>
    <metric name="crit_end" unit="">enabled</metric>
  </group>
  <group name="clock_tree">
    <metric name="worstSkewPairLatency" unit="ns">0.22</metric>
    <metric name="tritoncts.num_buffers" unit="">3</metric>
    <metric name="clock_sink_count" unit="">5</metric>
    <metric name="cts_hold_buffers" unit="">0</metric>
    <metric name="post-cts-setup-buffers" unit="">0</metric>
    <metric name="clk_path_buf_depth" unit="">2</metric>
    <metric name="cts.root.buffer_cell" unit="">sky130_fd_sc_hd__clkbuf_8</metric>
    <metric name="cts_tree" unit="">built</metric>
    <metric name="cts_resized" unit="">0</metric>
    <metric name="htree_num_levels" unit="">1</metric>
    <metric name="worst_setup_hold_path_clk_slew" unit="ns">0.03</metric>
  </group>
  <group name="sta">
    <metric name="timing.max_slew.rel_slack" unit="%">54.3</metric>
    <metric name="clock.fmax" unit="MHz">168</metric>
    <metric name="final.setup.tns" unit="ns">0</metric>
    <metric name="min_period_over_period" unit="%">63.8</metric>
    <metric name="hold_ws" unit="ns">0.777</metric>
    <metric name="rsz0062_at_grt" unit="">no</metric>
    <metric name="tightest_slew" unit="ns">0.685</metric>
    <metric name="setup_viol_count_final" unit="">0</metric>
    <metric name="clock-skew-final" unit="ns">0.00213</metric>
    <metric name="period_minus_slack" unit="ns">5.94</metric>
    <metric name="finalMaxSlewViolations" unit="">0</metric>
    <metric name="finalHoldViolCount" unit="">0</metric>
    <metric name="fin_ws" unit="ns">3.36</metric>
  </group>
  <group name="job">
    <metric name="warnings" unit="">26</metric>
    <metric name="cap_violations" unit="">0</metric>
  </group>
</metrics>
metrics by stage:
stage          power [mW]  cell area [um2]  util [%]  cells
4_1_cts             0.213             3540      36.2    516
2_1_floorplan      0.0637             1090         -    158
5_1_grt             0.224             3540      36.2    516
3_3_place_gp        0.171             3490      35.7    512
3_5_place_dp        0.172             3490      35.7    512
6_report            0.210             3540      36.2    516
cells in the final DEF, fill, tap and decap left out, types with 2 or more instances in the layout:
master / n
sky130_fd_sc_hd__o211ai_1: 2
sky130_fd_sc_hd__a41oi_1: 3
sky130_fd_sc_hd__nand2b_1: 4
sky130_fd_sc_hd__mux4_2: 2
sky130_fd_sc_hd__nand3_1: 9
sky130_fd_sc_hd__a221oi_1: 2
sky130_fd_sc_hd__a41o_1: 2
sky130_fd_sc_hd__nand2_1: 20
sky130_fd_sc_hd__edfxtp_1: 5
sky130_fd_sc_hd__o21ai_0: 7
sky130_fd_sc_hd__nor2_1: 7
sky130_fd_sc_hd__a21oi_1: 9
sky130_fd_sc_hd__nor3_1: 14
sky130_fd_sc_hd__ha_1: 2
sky130_fd_sc_hd__nand4_1: 37
sky130_fd_sc_hd__nor4_1: 6
sky130_fd_sc_hd__inv_1: 3
sky130_fd_sc_hd__clkbuf_8: 3
sky130_fd_sc_hd__and3_1: 2
sky130_fd_sc_hd__clkdlybuf4s50_1: 227
sky130_fd_sc_hd__mux2i_1: 2
layer usage:
metal | global-route usage [%] | routed length, um | part of all wire (%)
met1 | 14.6 | 3920 | 41
met2 | 22.9 | 4880 | 51
met3 | 2.81 | 642 | 6.8
met4 | 1.06 | 49 | 0.52
met5 | 0 | 0 | 0
report_power, final:
| group | total (mW) | switching, mW | leakage, nW | internal (mW) |
|---|---|---|---|---|
| logic | 0.133 | 0.0336 | 1.12 | 0.0997 |
| clock network | 0.0394 | 0.00999 | 0.0228 | 0.0294 |
| registers | 0.0371 | 0.00848 | 0.0492 | 0.0286 |
| total | 0.210 | 0.0521 | 1.19 | 0.158 |
critical path: cells and delay by family:
kind | cells | cell delay [ns]
compound gates | 3 | 0.91
simple gates | 2 | 0.31
buf+inv | 2 | 0.99
cell families after synthesis:
group | Yosys count
AOI/OAI and AO/OA | 34
adders and majority gates | 2
buffers and inverters | 11
DFF | 5
muxes | 4
and+or+nand+nor | 102
layout make-up:
cell class | instances | share of cell area [%]
tap | 133 | 4.71
multi-input combinational | 142 | 24.8
clock buffer | 4 | 1.27
sequential | 5 | 4.25
inverter | 4 | 0.495
timing repair buffer | 228 | 64.5
how the worst min path moves through the flow:
stage	from	end	slack (ns)	depth (start not counted)
after CTS	row[4]$_SDFFCE_PN0N_	row[4]$_SDFFCE_PN0N_	0.77	1
after global routing	row[4]$_SDFFCE_PN0N_	row[4]$_SDFFCE_PN0N_	0.81	1
final	row[4]$_SDFFCE_PN0N_	row[4]$_SDFFCE_PN0N_	0.78	1
No activity file was given, so power comes from the tool's default toggle rates.
