### flow/config.mk
export PLATFORM = sky130hd
export DESIGN_NAME = calc_cur_blk
export DESIGN_NICKNAME = calc_cur_blk
export VERILOG_FILES = /design/flow/design.v
export SDC_FILE = /design/flow/constraint.sdc
export NUM_CORES = 4
export LEC_CHECK = 1
export CORE_UTILIZATION = 40
### flow/constraint.sdc
current_design calc_cur_blk

set clk_period 5.9
set clk_io_pct 0.2

create_clock -name clk0 -period $clk_period

set non_clock_inputs [all_inputs -no_clocks]
set_input_delay [expr $clk_period * $clk_io_pct] -clock clk0 $non_clock_inputs
set_output_delay [expr $clk_period * $clk_io_pct] -clock clk0 [all_outputs]
### flow/design.v
module calc_cur_blk(
    input wire [3-1:0] piece,
    input wire [3:0] pos_x,
    input wire [4:0] pos_y,
    input wire [1:0] rot,
    output reg [7:0] blk_1,
    output reg [7:0] blk_2,
    output reg [7:0] blk_3,
    output reg [7:0] blk_4,
    output reg [2:0] width,
    output reg [2:0] height
    );
    always @ (*) begin
        case (piece)
            3'b000: begin
                 blk_1 = 8'b11111111;
                 blk_2 = 8'b11111111;
                 blk_3 = 8'b11111111;
                 blk_4 = 8'b11111111;
                 width = 0;
                 height = 0;
            end
            3'b001: begin
                 if (rot == 0 || rot == 2) begin
                     blk_1 = (pos_y * 10) + pos_x;
                     blk_2 = ((pos_y + 1) * 10) + pos_x;
                     blk_3 = ((pos_y + 2) * 10) + pos_x;
                     blk_4 = ((pos_y + 3) * 10) + pos_x;
                     width = 1;
                     height = 4;
                 end else begin
                     blk_1 = (pos_y * 10) + pos_x;
                     blk_2 = (pos_y * 10) + pos_x + 1;
                     blk_3 = (pos_y * 10) + pos_x + 2;
                     blk_4 = (pos_y * 10) + pos_x + 3;
                     width = 4;
                     height = 1;
                 end
            end
            3'b010: begin
                blk_1 = (pos_y * 10) + pos_x;
                blk_2 = (pos_y * 10) + pos_x + 1;
                blk_3 = ((pos_y + 1) * 10) + pos_x;
                blk_4 = ((pos_y + 1) * 10) + pos_x + 1;
                width = 2;
                height = 2;
            end
            3'b011: begin
                case (rot)
                    0: begin
                        blk_1 = (pos_y * 10) + pos_x + 1;
                        blk_2 = ((pos_y + 1) * 10) + pos_x;
                        blk_3 = ((pos_y + 1) * 10) + pos_x + 1;
                        blk_4 = ((pos_y + 1) * 10) + pos_x + 2;
                        width = 3;
                        height = 2;
                    end
                    1: begin
                        blk_1 = (pos_y * 10) + pos_x;
                        blk_2 = ((pos_y + 1) * 10) + pos_x;
                        blk_3 = ((pos_y + 2) * 10) + pos_x;
                        blk_4 = ((pos_y + 1) * 10) + pos_x + 1;
                        width = 2;
                        height = 3;
                    end
                    2: begin
                        blk_1 = (pos_y * 10) + pos_x;
                        blk_2 = (pos_y * 10) + pos_x + 1;
                        blk_3 = (pos_y * 10) + pos_x + 2;
                        blk_4 = ((pos_y + 1) * 10) + pos_x + 1;
                        width = 3;
                        height = 2;
                    end
                    3: begin
                        blk_1 = (pos_y * 10) + pos_x + 1;
                        blk_2 = ((pos_y + 1) * 10) + pos_x + 1;
                        blk_3 = ((pos_y + 2) * 10) + pos_x + 1;
                        blk_4 = ((pos_y + 1) * 10) + pos_x;
                        width = 2;
                        height = 3;
                    end
                endcase
            end
            3'b100: begin
                if (rot == 0 || rot == 2) begin
                    blk_1 = (pos_y * 10) + pos_x + 1;
                    blk_2 = (pos_y * 10) + pos_x + 2;
                    blk_3 = ((pos_y + 1) * 10) + pos_x;
                    blk_4 = ((pos_y + 1) * 10) + pos_x + 1;
                    width = 3;
                    height = 2;
                end else begin
                    blk_1 = (pos_y * 10) + pos_x;
                    blk_2 = ((pos_y + 1) * 10) + pos_x;
                    blk_3 = ((pos_y + 1) * 10) + pos_x + 1;
                    blk_4 = ((pos_y + 2) * 10) + pos_x + 1;
                    width = 2;
                    height = 3;
                end
            end
            3'b101: begin
                if (rot == 0 || rot == 2) begin
                    blk_1 = (pos_y * 10) + pos_x;
                    blk_2 = (pos_y * 10) + pos_x + 1;
                    blk_3 = ((pos_y + 1) * 10) + pos_x + 1;
                    blk_4 = ((pos_y + 1) * 10) + pos_x + 2;
                    width = 3;
                    height = 2;
                end else begin
                    blk_1 = (pos_y * 10) + pos_x + 1;
                    blk_2 = ((pos_y + 1) * 10) + pos_x;
                    blk_3 = ((pos_y + 2) * 10) + pos_x;
                    blk_4 = ((pos_y + 1) * 10) + pos_x + 1;
                    width = 2;
                    height = 3;
                end
            end
            3'b110: begin
                case (rot)
                    0: begin
                        blk_1 = (pos_y * 10) + pos_x + 1;
                        blk_2 = ((pos_y + 1) * 10) + pos_x + 1;
                        blk_3 = ((pos_y + 2) * 10) + pos_x + 1;
                        blk_4 = ((pos_y + 2) * 10) + pos_x;
                        width = 2;
                        height = 3;
                    end
                    1: begin
                        blk_1 = (pos_y * 10) + pos_x;
                        blk_2 = ((pos_y + 1) * 10) + pos_x;
                        blk_3 = ((pos_y + 1) * 10) + pos_x + 1;
                        blk_4 = ((pos_y + 1) * 10) + pos_x + 2;
                        width = 3;
                        height = 2;
                    end
                    2: begin
                        blk_1 = (pos_y * 10) + pos_x;
                        blk_2 = ((pos_y + 1) * 10) + pos_x;
                        blk_3 = ((pos_y + 2) * 10) + pos_x;
                        blk_4 = (pos_y * 10) + pos_x + 1;
                        width = 2;
                        height = 3;
                    end
                    3: begin
                        blk_1 = (pos_y * 10) + pos_x;
                        blk_2 = (pos_y * 10) + pos_x + 1;
                        blk_3 = (pos_y * 10) + pos_x + 2;
                        blk_4 = ((pos_y + 1) * 10) + pos_x + 2;
                        width = 3;
                        height = 2;
                    end
                endcase
            end
            3'b111: begin
                case (rot)
                    0: begin
                        blk_1 = (pos_y * 10) + pos_x;
                        blk_2 = ((pos_y + 1) * 10) + pos_x;
                        blk_3 = ((pos_y + 2) * 10) + pos_x;
                        blk_4 = ((pos_y + 2) * 10) + pos_x + 1;
                        width = 2;
                        height = 3;
                    end
                    1: begin
                        blk_1 = ((pos_y + 1) * 10) + pos_x;
                        blk_2 = (pos_y * 10) + pos_x;
                        blk_3 = (pos_y * 10) + pos_x + 1;
                        blk_4 = (pos_y * 10) + pos_x + 2;
                        width = 3;
                        height = 2;
                    end
                    2: begin
                        blk_1 = (pos_y * 10) + pos_x + 1;
                        blk_2 = ((pos_y + 1) * 10) + pos_x + 1;
                        blk_3 = ((pos_y + 2) * 10) + pos_x + 1;
                        blk_4 = (pos_y * 10) + pos_x;
                        width = 2;
                        height = 3;
                    end
                    3: begin
                        blk_1 = ((pos_y + 1) * 10) + pos_x;
                        blk_2 = ((pos_y + 1) * 10) + pos_x + 1;
                        blk_3 = ((pos_y + 1) * 10) + pos_x + 2;
                        blk_4 = (pos_y * 10) + pos_x + 2;
                        width = 3;
                        height = 2;
                    end
                endcase
            end
        endcase
    end
endmodule
### flow/run.sh
#!/bin/bash
# OpenROAD 26Q1-2900-gdf79404cd8, Yosys 0.63+post, stock flow scripts
make -C /OpenROAD-flow-scripts/flow DESIGN_CONFIG=/design/flow/config.mk WORK_HOME=/design/flow/orfs finish
==> flow_metrics.env <==
# physical design summary
export IMPL_status="finished, final reports clean"
export IMPL_dpl_hpwl_mm=23.7
export IMPL_gp_congestion=1.03
export IMPL_synth_distinct_cells=78
export IMPL_dieArea_mm2=0.0163
export IMPL_cpMaxStageDelayCell="fa_2"
export IMPL_seq_cells=0
export IMPL_arrival_ns=4.68
export IMPL_drt_wl_total_mm=32.8
export IMPL_avgSynthCellArea_um2=6.39
export IMPL_worstHoldPathType="in2out"
export IMPL_ctsHoldBuffers=0
export IMPL_warnings=45
export IMPL_path_max_fanout=5
export IMPL_crit_start="pos_y[1]"
export IMPL_grt_usage_pct=40.4
export IMPL_maxCapViolCount=0
export IMPL_grt_ovfl_total=0
export IMPL_grt_max_degree=65
export IMPL_yosysCellCount=988
export IMPL_drive_gt1_share_pct=32.7
export IMPL_crit_family="simple AND/OR/NAND/NOR gates"
export IMPL_worstSetupEndpointType="output pin"
export IMPL_coreArea_mm2=0.0153
export IMPL_yosysChipArea_mm2=0.00631
export IMPL_layout_area_comb_mm2=0.00672
export IMPL_dr_pass1_iters=6
export IMPL_cp_cell_sequence="buf_12, buf_6, ha_4, ha_4, fa_2, nor2b_4, a31oi_4, and2_1, buf_4, or4b_1, xnor2_1, nand2_1, a21o_1, nand4_1, clkdlybuf4s50_1"
export IMPL_regArea_um2=0
export IMPL_antennaDiodeCount=0
export IMPL_placed_cell_area_mm2=0.00853
export IMPL_cpPeakStageDelay_ns=0.64
export IMPL_grt_antenna_before_repair=0
export IMPL_finalHoldViolations=0
export IMPL_crit_cells=15
export IMPL_via_per_inst=6.51
export IMPL_die_y_um=128
export IMPL_first_global_vias=8344
export IMPL_period_minus_slack_ns=5.86
export IMPL_nFillCells=1334
export IMPL_ir_drop_v=0.000153
export IMPL_dr_total_vias=9223
export IMPL_boundaryPins=52
export IMPL_cp_required_ns=4.72
export IMPL_fp_util_pct=41.2
export IMPL_worst_slew_pin_slew_ns=0.807
export IMPL_endpoint="blk_4[7]"
export IMPL_die_w_um=128
export IMPL_io_buffer_count=52
export IMPL_ys_seq_share_pct=0
export IMPL_syn_inst=988
export IMPL_final_clkbuf_count=0
export IMPL_fin_setup_tns_ns=0
export IMPL_routedWlPerCell_um=23.1
export IMPL_drv_slew=0
export IMPL_drc=0
export IMPL_drtAntennaViolNets=0
export IMPL_relSlewSlack_pct=45.8
export IMPL_rsz0062_at_grt="true"
export IMPL_area_growth_pct=53.7
export IMPL_syn_cell_area_mm2=0.00631
export IMPL_powerDensity_mw_per_mm2=223
export IMPL_path_class="in2out"
export IMPL_setup_viol=0
export IMPL_grt_first_pass_wirelength_mm=49.3
export IMPL_critPathBufInv=4
export IMPL_start_kind="input port"
export IMPL_dr_first_iter_drc_count=1287
export IMPL_synth_warning_count=1
export IMPL_final_area_mm2=0.00971
export IMPL_leakagePower_nw=3.94
export IMPL_fp_row_count=45
export IMPL_fmax_mhz=171
export IMPL_final_min_period_over_clock_period_pct=99.4
export IMPL_crit_top_cell="ha_4"
-- through the flow --
step | std cells | setup slack [ns] | hold WS [ns] | power [W] | utilization [%]
finish | 1417 | 0.0363 | 3.11 | 0.00217 | 63.4
global route | 1417 | -0.137 | 3.20 | 0.00230 | 63.4
CTS | 1406 | -0.0298 | 3.12 | 0.00197 | 59.5
detailed placement | 1393 | -0.590 | 3.12 | 0.00181 | 55.7
global placement | 1393 | -0.574 | 3.11 | 0.00181 | 55.7
floorplan | 988 | 0.377 | 2.63 | 0.000942 | -
-- cells in the mapped netlist, types with 5 or more instances --
| library cell | count | share of area [%] |
|---|---|---|
| a211oi_1 | 17 | 2.0 |
| a21o_1 | 11 | 1.3 |
| a21oi_1 | 120 | 9.5 |
| a221o_1 | 7 | 1.1 |
| a221oi_1 | 38 | 5.3 |
| a222oi_1 | 6 | 0.95 |
| a22oi_1 | 8 | 0.95 |
| a31oi_1 | 12 | 1.2 |
| and2_1 | 8 | 0.79 |
| buf_1 | 19 | 1.1 |
| clkbuf_1 | 69 | 4.1 |
| fa_1 | 8 | 2.5 |
| ha_1 | 53 | 11 |
| inv_1 | 26 | 1.5 |
| nand2_1 | 103 | 6.1 |
| nand2b_1 | 5 | 0.50 |
| nand3_1 | 26 | 2.1 |
| nand4_1 | 8 | 0.79 |
| nor2_1 | 82 | 4.9 |
| nor2b_1 | 7 | 0.69 |
| nor3_1 | 19 | 1.5 |
| nor4_1 | 6 | 0.59 |
| o2111ai_1 | 8 | 1.1 |
| o211ai_1 | 17 | 2.0 |
| o21ai_0 | 92 | 7.3 |
| o221ai_1 | 12 | 1.7 |
| o22ai_1 | 20 | 2.0 |
| xnor2_1 | 58 | 8.0 |
| xor2_1 | 29 | 4.0 |
-- how the worst min path moves through the flow --
stage | start | endpoint | slack, ns | depth (start not counted)
after CTS | piece[0] | blk_3[0] | 3.12 | 4
after global routing | piece[0] | blk_3[0] | 3.20 | 4
final | piece[0] | blk_3[0] | 3.11 | 4
-- cell usage in the layout (no fill, tap or decap), types with 15 or more instances in the layout --
cell / n
nor2_1: 77
a21oi_1: 115
nand2_1: 100
nand3_1: 23
buf_6: 15
xnor2_1: 41
buf_4: 240
nor3_1: 18
xor2_1: 19
inv_1: 21
ha_1: 27
clkdlybuf4s50_1: 39
a221oi_1: 30
o22ai_1: 19
o211ai_1: 17
ha_4: 20
o21ai_0: 86
a211oi_1: 15
-- metal layers --
| metal | vias up | GRT usage [%] | routed length [um] |
|---|---|---|---|
| met5 | - | 0 | 0 |
| met4 | 0 | 18.8 | 1950 |
| met3 | 153 | 6.66 | 3780 |
| met2 | 683 | 61.3 | 14100 |
| met1 | 4215 | 56.3 | 13000 |
| li1 | 4172 | - | - |
-- area by class of cell --
class | count | area share, %
timing repair buffer | 312 | 26.8
tap | 211 | 2.72
multi-input combinational | 863 | 69.3
inverter | 31 | 1.22
-- tightest hold or removal path, stage by stage --
cell             delay, ns
buf_2                 0.14
a21oi_1               0.12
o21ai_0               0.09
clkdlybuf4s50_1       0.40
-- report_power, final --
part	internal (W)	switching [W]	total (W)
combinational	0.00107	0.00110	0.00217
sequential	0	0	0
clock	0	0	0
-- cells by family (layout without fill, tap and decap cells) --
| logic type | count (synthesis) | count (layout) | synth area share, % |
|---|---|---|---|
| and+or+nand+nor | 285 | 285 | 20.8 |
| muxes | 5 | 5 | 0.813 |
| xor gates and xnor gates | 94 | 94 | 14.2 |
| adders and majority gates | 62 | 62 | 13.2 |
| buffers and inverters | 125 | 343 | 7.63 |
| AOI/OAI and AO/OA | 417 | 417 | 43.4 |
-- what timing repair did --
item | CTS | global route
pin swaps | 38 | 50
endpoints found under the hold margin | 0 | 0
endpoints found under the setup margin | 19 | 18
gates resized | 106 | 97
buffers inserted | 14 | 11
Power and IR drop assume default switching activity.
